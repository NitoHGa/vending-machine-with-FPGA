### ./design.v
module machine_edo(
	input clk,			 						 
	input btn, fin,	 
	input [3:0]Tecla,
	output reg [2:0]sel_motor,
	output reg [3:0]edo_LCD
	);
	reg time_3s;
	reg [31:0]counter_3s;
	reg enable;
	initial begin
		edo_LCD = 0;					 
		time_3s = 0;
		sel_motor = 0;
	end
	always@(posedge clk) begin
		if (enable == 1) begin
			time_3s <= 0;
			if (counter_3s == 150_000_000) begin
				time_3s <= 1;
				counter_3s <= 0;
			end
			else begin
				time_3s <= 0;
				counter_3s <= counter_3s + 1;
			end
		end
		else begin time_3s <= 0; end
		case(edo_LCD)
			0: begin								 
				if(time_3s == 1) begin
					enable = 0;
					edo_LCD = 1;				 
				end
				else begin
					enable = 1;
					edo_LCD = 0;
				end
			end
			1: begin								 
				if(btn == 0) begin
					edo_LCD = 2;				 
				end
				else begin
					edo_LCD = 1;
				end
			end 
			2: begin								 
				if(time_3s == 1) begin
					enable = 0;
					edo_LCD = 3;				 
				end
				else begin
					enable = 1;
					edo_LCD = 2;
				end
			end
			3: begin								 
				case(Tecla)
					4'b1110: begin edo_LCD = 4; end 
					4'b1101: begin edo_LCD = 5; end 
					4'b1100: begin edo_LCD = 6; end 
					default: begin edo_LCD = 3; end 
				endcase
			end
			4: begin	 
				if(time_3s == 1) begin
					enable = 0;
					edo_LCD = 10;
					sel_motor <= 3'b001;  
				end
				else begin
					enable = 1;
					edo_LCD = 4;
				end
			end
			5: begin	 
				if(time_3s == 1) begin
					enable = 0;
					edo_LCD = 10;
					sel_motor <= 3'b010;  
				end
				else begin
					enable = 1;
					edo_LCD = 5;
				end
			end
			6: begin	 
				if(time_3s == 1) begin
					enable = 0;
					edo_LCD = 10;
					sel_motor <= 3'b011;  
				end
				else begin
					enable = 1;
					edo_LCD = 6;
				end
			end
			7: begin	 
				if(time_3s == 1) begin
					enable = 0;
					edo_LCD = 10;
					sel_motor <= 3'b100;  
				end
				else begin
					enable = 1;
					edo_LCD = 7;
				end
			end
			8: begin	 
				if(time_3s == 1) begin
					enable = 0;
					edo_LCD = 10;
					sel_motor <= 3'b101;  
				end
				else begin
					enable = 1;
					edo_LCD = 8;
				end
			end
			9: begin	 
				if(time_3s == 1) begin
					enable = 0;
					edo_LCD = 10;
					sel_motor <= 3'b110;  
				end
				else begin
					enable = 1;
					edo_LCD = 9;
				end
			end
			10: begin		 
				if(Tecla == 4'b1011) edo_LCD = 11;
				else begin
					if(time_3s == 1) begin
						enable = 0;	
						edo_LCD = 3;				 
					end
					else begin
						enable = 1;
						edo_LCD = 10;
					end
				end
			end
			11: begin  
				if(time_3s == 1) begin
					enable = 0;
					edo_LCD = 12;
				end
				else begin
					enable = 1;
					edo_LCD = 11;
				end
			end
			12: begin								 
				if(time_3s == 1) begin
					enable = 0;
					edo_LCD = 13;		
				end
				else begin
					enable = 1;
					edo_LCD = 12;
				end
			end
			13: begin								 
				if(fin == 0) begin
					edo_LCD = 14;		
				end
				else begin
					edo_LCD = 13;	
				end
			end
			14: begin
				if(fin == 1)  begin
					if(time_3s == 1) begin
						enable = 0;
						edo_LCD = 15;			
					end
					else begin
						enable = 1;
						edo_LCD = 14;
					end				 
				end
			end
			15: begin								 
				if(time_3s == 1) begin
					enable = 0;
					edo_LCD = 0;				 
				end
				else begin
					enable = 1;
					edo_LCD = 15;
				end
			end
		endcase
	end
endmodule
### ./run.sh
#!/bin/bash
# OpenROAD 26Q1-2900-gdf79404cd8, Yosys 0.63+post, stock flow scripts
make -C /OpenROAD-flow-scripts/flow DESIGN_CONFIG=/design/flow/config.mk WORK_HOME=/design/flow/orfs finish
### ./config.mk
export PLATFORM = sky130hd
export DESIGN_NAME = machine_edo
export DESIGN_NICKNAME = machine_edo
export VERILOG_FILES = /design/flow/design.v
export SDC_FILE = /design/flow/constraint.sdc
export NUM_CORES = 4
export LEC_CHECK = 1
export CORE_UTILIZATION = 50
### ./constraint.sdc
current_design machine_edo

set clk_period 5.2
set clk_io_pct 0.2

create_clock -name clk0 -period $clk_period [get_ports {clk}]

set non_clock_inputs [all_inputs -no_clocks]
set_input_delay [expr $clk_period * $clk_io_pct] -clock clk0 $non_clock_inputs
set_output_delay [expr $clk_period * $clk_io_pct] -clock clk0 [all_outputs]
==> impl_metrics.env <==
# flow metrics
export IMPL_critical_path_class="reg2out"
export IMPL_grt_pass1_wl_um=8038
export IMPL_path_clk_slew_ns=0.08
export IMPL_most_common_cell="edfxtp_1"
export IMPL_hold_violations=0
export IMPL_ys_cells=228
export IMPL_rsz0062_at_grt="false"
export IMPL_startpoint="edo_LCD[2]"
export IMPL_hold_start="counter_3s[31]"
export IMPL_critPathBufInv=1
export IMPL_synth_cell_type_count=41
export IMPL_antenna_diode_count=0
export IMPL_flop_cell="edfxtp_1"
export IMPL_netlist_area_um2=2355
export IMPL_cts_hold_buf=0
export IMPL_slew_violations=0
export IMPL_required_ns=4.16
export IMPL_initial_core_util_pct=52.98
export IMPL_power_total_w=0.001077
export IMPL_cts_tree="yes"
export IMPL_rows=24
export IMPL_die_x_um=70.63
export IMPL_yosysTopAreaCell="edfxtp_1"
export IMPL_syn_area_per_cell_um2=10.33
export IMPL_drive_above_1_share_pct=6.584
export IMPL_die_h_um=70.63
export IMPL_grt_pass1_vias=1700
export IMPL_clock_latency_ns=0.29
export IMPL_r2r_start="counter_3s[0]"
export IMPL_cts_buffer_depth=2
export IMPL_yosys_warnings=1
export IMPL_synthArstFlopShare_pct=0
export IMPL_clock_skew_ns=0.002347
export IMPL_cp_start_kind="flip-flop"
export IMPL_grt_ovfl_total=0
export IMPL_ys_top_cells_by_count="edfxtp_1 (40), nand2_1 (22), xnor2_1 (21), nor2_1 (17), nand3_1 (15)"
export IMPL_drc_errors=0
export IMPL_place_congestion=0.8495
export IMPL_cp_top_family="flip-flops"
export IMPL_cts_buffers=5
export IMPL_cts_sinks=41
export IMPL_antenna_found_initial=0
export IMPL_area_delta_synth_final_pct=11.69
export IMPL_grt_max_degree=34
export IMPL_crit_path_max_fanout=17
export IMPL_enable_flop_cells=40
export IMPL_ir_drop_v=0.0002267
export IMPL_synthTopCellsByArea="edfxtp_1 (51%), xnor2_1 (7.8%), nand2_1 (3.5%)"
export IMPL_coreArea_um2=4444
export IMPL_drt_wl_total_um=4771
export IMPL_grt_use_total_pct=21.26
export IMPL_pwr_density_cell_nw_per_um2=409.7
export IMPL_final_setup_viol_count=0
export IMPL_root_buffer="clkbuf_8"
export IMPL_ys_seq_share_pct=51.86
export IMPL_cts_setup_buffers=0
export IMPL_boundaryPins=14
export IMPL_dp_hpwl_um=3268
export IMPL_p_leak_nw=0.8675
export IMPL_htreeDepth=2
export IMPL_rrSetupSlack_ns=2.91
export IMPL_cp_end_kind="primary output"
export IMPL_worstMarginPinSlew_ns=0.6692
export IMPL_top_area_share_pct=51.01
export IMPL_ys_ff=41
export IMPL_fmax_mhz=389.3
export IMPL_drtPass1Iterations=4
export IMPL_ys_chip_area_um2=2355
export IMPL_nFillCells=362
export IMPL_path_cells="clkdlybuf4s50_1"
export IMPL_worstPathArrival_ns=1.53
export IMPL_status="finished clean"
export IMPL_cts_resized=0
export IMPL_die_area_um2=4988
export IMPL_fin_crit_sh_pct=49.40
export IMPL_min_period_ns=2.569
export IMPL_wire_per_inst_um=16.17
export IMPL_drtIter0Drc=126
export IMPL_slew_limit_headroom_pct=55.01
export IMPL_fin_setup_tns_ns=0
export IMPL_port_buffers=13
export IMPL_max_cap_violations=0
export IMPL_cp_slowest_stage_delay_ns=0.67
export IMPL_hp_class="reg2reg"
export IMPL_syn_inst=228
export IMPL_crit_slowest_cell="edfxtp_1"
export IMPL_warnings=27
export IMPL_vias=1841
export IMPL_ant_nets=0
export IMPL_via_per_inst=6.241
flip-flops by register name, summed over array words and instances, names as in the netlist:
signal and cells:
edo_LCD 4, sel_motor 3, enable 1, time_3s 1, counter_3s 32
final timing paths:
| path | to | cells after the start |
|---|---|---|
| worst min register to register | counter_3s[31] | 1 |
| worst max register to register | counter_3s[14] | 7 |
| worst max-delay path | edo_LCD[2] | 1 |
| worst min-delay path | counter_3s[31] | 1 |
routing by layer:
metal	up-vias	wire (µm)	track usage [%]	share of wire [%]
li1	896	-	-	-
met1	882	2338	37.59	49
met2	58	2143	30.10	45
met3	5	253	5.058	5.3
met4	0	36	2.222	0.75
met5	-	0	0	0
cell usage in the layout (no fill, tap or decap), drive strengths merged, types with 5 or more instances in the layout:
cell | synthesis | final
clkdlybuf4s50 | 0 | 13
nor4 | 8 | 8
a21oi | 10 | 10
nand2 | 22 | 22
or4 | 5 | 5
nand4 | 13 | 13
and4 | 5 | 5
nor2 | 17 | 17
o31ai | 5 | 5
clkbuf | 8 | 5
nand3 | 16 | 16
edfxtp | 40 | 40
inv | 7 | 7
o21ai | 6 | 6
xnor2 | 21 | 21
cells by family after synthesis:
kind of cell,count (synthesis),share of synthesized area (%)
AND-OR/OR-AND,35,9.352
XOR/XNOR,25,9.299
buffers and inverters,16,2.604
flip-flops,41,51.86
AND/OR/NAND/NOR,109,25.82
adder cells (fa/ha/maj),2,1.063
stage by stage:
| step | area [µm²] | cells | utilization, % | setup slack, ns | hold WS, ns |
|---|---|---|---|---|---|
| 2_1_floorplan | 2355 | 228 | - | 3.122 | 0.5511 |
| 3_3_place_gp | 2544 | 287 | 57.24 | 2.638 | 0.5739 |
| 3_5_place_dp | 2544 | 287 | 57.24 | 2.613 | 0.5810 |
| 4_1_cts | 2630 | 295 | 59.18 | 2.623 | 0.6001 |
| 5_1_grt | 2630 | 295 | 59.18 | 2.556 | 0.6374 |
| 6_report | 2630 | 295 | 59.18 | 2.631 | 0.6106 |
layout make-up:
type	instances	area, µm²	share of cell area (%)
Clock inverter	3	17.52	0.6660
Tap cell	52	65.06	2.474
Clock buffer	5	68.82	2.617
Multi-Input combinational cell	171	1079	41.01
Timing Repair Buffer	16	152.6	5.804
Sequential cell	41	1221	46.43
Inverter	7	26.28	0.9990
where the power goes:
| group | switching, W | total, W | internal, W |
|---|---|---|---|
| Clock | 0.000109 | 0.000201 | 0.0000926 |
| Sequential | 0.000140 | 0.000610 | 0.000470 |
| Combinational | 0.000128 | 0.000266 | 0.000138 |
Power is estimated from default activity; no workload was simulated.
