$ cat /design/flow/config.mk
export PLATFORM = sky130hd
export DESIGN_NAME = teclado
export DESIGN_NICKNAME = teclado
export VERILOG_FILES = /design/flow/design.v
export SDC_FILE = /design/flow/constraint.sdc
export NUM_CORES = 4
export LEC_CHECK = 1
export CORE_AREA = 10 10 70 70
export DIE_AREA = 0 0 80 80
$ cat /design/flow/design.v
module teclado(
   input clk,
   input [3:0] filas,
   output reg [3:0] columnas,
   output reg [3:0] btn_pres
);
   reg [1:0] count;
	reg [2:0]edo;
	initial btn_pres = 4'b1111;
   always @(posedge clk) begin
		count <= (count == 3)? 0: count + 1;
      case(count)
         0: columnas <= 4'b1110;
         1: columnas <= 4'b1101;
         2: columnas <= 4'b1011;
         3: columnas <= 4'b0111;
      endcase
		case(columnas)
			4'b1110: begin
				if(filas==4'b1110) edo<=0;
				if(filas==4'b1101) edo<=1;
				if(filas==4'b1011) edo<=2;
				if(filas==4'b0111) edo<=3;
			end
			4'b1101: begin
				if(filas==4'b1110) edo<=4;
				if(filas==4'b1101) edo<=5;
				if(filas==4'b1011) edo<=6;
			end
			default: edo<=7;
		endcase
		case(edo)
			0: btn_pres <= 4'b1110;
			1: btn_pres <= 4'b1101; 
			2: btn_pres <= 4'b1100;
			3: btn_pres <= 4'b1011; 
			4: btn_pres <= 4'b1010;
			5: btn_pres <= 4'b1001;
			6: btn_pres <= 4'b1000;
			default: btn_pres <= 4'b1111;
		endcase
   end
endmodule
$ cat /design/flow/run.sh
#!/bin/bash
# OpenROAD 26Q1-2900-gdf79404cd8, Yosys 0.63+post, stock flow scripts
make -C /OpenROAD-flow-scripts/flow DESIGN_CONFIG=/design/flow/config.mk WORK_HOME=/design/flow/orfs finish
$ cat /design/flow/constraint.sdc
current_design teclado

set clk_period 2.7
set clk_io_pct 0.2

create_clock -name clk0 -period $clk_period [get_ports {clk}]

set non_clock_inputs [all_inputs -no_clocks]
set_input_delay [expr $clk_period * $clk_io_pct] -clock clk0 $non_clock_inputs
set_output_delay [expr $clk_period * $clk_io_pct] -clock clk0 [all_outputs]
==> GITHUB_STEP_SUMMARY <==
## Synthesis and layout report

| Metric | Value |
|---|---|
| CTS max path bufs | `2` |
| Dominant Register Cell | `dfxtp_1` |
| Final worst setup slack | `0.988 ns` |
| Synth Register Bits | `16` |
| Share of layout cells above drive strength 1 | `0.0899` |
| Final Hold Viols | `0` |
| Crit path cell chain | `clkdlybuf4s50_1` |
| First-pass GRT wire length | `2430 um` |
| Setup Buffers After CTS | `0` |
| P_leak | `0.376 nW` |
| Period utilization | `0.634` |
| Comb. cell area | `372 sq um` |
| Post-Synthesis Mean Instance Area | `9.61 sq um` |
| TritonRoute pass-1 iters | `4` |
| Clock latency on the worst-skew pair | `0.28 ns` |
| Synth async-reset ratio | `0` |
| Synth Cell Area | `759 sq um` |
| Die Width | `80 um` |
| Critical path class | `reg2out` |
| Via density per instance | `4.20` |
| Filler cells | `371` |
| WL final | `1360 um` |
| Post-synth EDFFs | `0` |
| Final setup TNS | `0 ns` |
| OpenROAD warning count | `28` |
| Most numerous logic cells after layout | `dfxtp_1, clkdlybuf4s50_1, inv_1, nand2_1, nor2_1` |
| Final setup vio count | `0` |
| Slowest stage cell on the critical path | `clkdlybuf4s50_1` |
| Syn Inst Count | `79` |
| Maxcap violations | `0` |
| FMAX | `0.584 GHz` |
| Floorplan core area | `3420 sq um` |
| I/O pin cnt | `13` |
| DRC errors left | `0` |
| Initial Util | `0.222` |
| Die H | `80 um` |
| GRT Overall Usage | `0.0452` |
| Total cells reported by yosys after synthesis | `79` |
| Antenna Nets Post-Route | `0` |
| Final min period | `1.71 ns` |
| GRT Residual Overflow | `0` |
| RSZ-0062 raised after global routing | `no` |
| Die area | `6400 sq um` |
| GP Congestion | `0.808` |
| Post-CTS Resized | `0` |
| Yosys stat area | `759 sq um` |
| Buffers on Ports | `11` |
| IR drop worst, VDD | `0.000453 V` |
| Root Driver | `clkbuf_4` |
| Worst Clk Skew | `0.00287 ns` |
| Crit path buffers/inverters | `1` |
| Final HPWL DP | `1100 um` |
| Sequential share of the synthesized area | `0.422` |
| Yosys top cell by area | `dfxtp_1` |
| FF+latch area | `320 sq um` |
| Cell family with most CP delay | `buffers and inverters` |
| Ys Warns | `1` |
| Max incr delay on CP | `0.50 ns` |
| Site Rows | `21` |
| Worst-path maximum fanout | `4` |
| Depth of the CTS H-tree | `1` |
| Total number of vias | `567` |
| Crit. End Element | `output port` |
| Routed wire per std cell | `10.1 um` |
| Worst Hold Class | `reg2reg` |
| Drt initial violations | `11` |
| Ant diodes | `0` |
| # clock sinks | `16` |
| Dpl ws | `0.695 ns` |
| WP data arrival | `1.17 ns` |
| Startpoint Class | `register` |
| Largest net degree at the start of global routing | `11` |
| P&R area growth vs syn | `20.9%` |
| Biggest area cells | `dfxtp_1, ha_1, a22o_1, nand4b_1, buf_4` |
| Initial antenna violation count | `0` |
| Area leader share | `0.422` |
| Fin area | `918 sq um` |
| Vias in the first global route | `558` |
| Data required, critical path | `2.16 ns` |
| Distinct cells, synth | `34` |
| Clock slew at reported path FFs | `0.09 ns` |
| Num CTS Buffers | `3` |
| Hold bufs inserted after CTS | `0` |
| Placed Instance Area | `882 sq um` |
| Status | `finished clean` |
| Pins Over Slew Limit | `0` |
| Most numerous logic cell after layout | `dfxtp_1` |
| PwrDens | `535 nW/um^2` |
| CTS tree | `yes` |
-- cell families after synthesis --
kind of cell / share of synthesized area
and+or+nand+nor: 0.229
adders and majority gates: 0.0659
buffers and inverters: 0.0890
xor gates and xnor gates: 0.0115
AOI/OAI and AO/OA: 0.165
DFF: 0.422
other: 0.00494
muxes: 0.0132
-- cell usage after synthesis (all sizes together) (3+ instances only) --
cell type  instances
buf                5
nand4b             3
nor3               3
a22o               4
nand2b             3
ha                 4
dfxtp             16
inv                6
nand2              5
and4b              3
nor2               5
-- layout make-up --
type	count	share of cell area
Inverter	6	0.0245
Timing Repair Buffer	11	0.120
Tap cell	46	0.0627
Multi-Input combinational cell	52	0.405
Clock buffer	4	0.0395
Sequential cell	16	0.349
-- power breakdown --
part	leakage, nW	internal [W]	switching [W]
Clock	0.0210	0.0000821	0.0000723
Sequential	0.131	0.000255	0.0000119
Combinational	0.224	0.0000451	0.0000254
Total	0.376	0.000382	0.000110
-- sequential cells by signal, summed over array words and instances, names as in the netlist --
| register | count |
|---|---|
| btn_pres | 3 |
| count | 2 |
| edo | 7 |
| columnas | 4 |
-- stage by stage --
| stage | instances | total power [W] | hold slack, ns | utilization |
|---|---|---|---|---|
| 3_5_place_dp | 131 | 0.000344 | 0.445 | 0.258 |
| 5_1_grt | 135 | 0.000521 | 0.495 | 0.269 |
| 2_1_floorplan | 79 | 0.000310 | 0.418 | - |
| 4_1_cts | 135 | 0.000498 | 0.472 | 0.269 |
| 3_3_place_gp | 131 | 0.000343 | 0.434 | 0.258 |
| 6_report | 135 | 0.000492 | 0.469 | 0.269 |
-- routing by layer --
metal | wire length (um) | share of wire | track usage
met5 | 0 | 0 | 0
met4 | 0 | 0 | 0.00352
met3 | 145 | 0.11 | 0.0273
met2 | 560 | 0.41 | 0.0698
met1 | 656 | 0.48 | 0.0550
-- final timing paths --
kind | startpoint | to | slack (ns) | depth (start not counted)
setup / recovery | columnas[2] | columnas[2] | 0.99 | 1
hold / removal | count[0] | count[0] | 0.47 | 1
setup reg to reg | columnas[0] | edo[7] | 1.41 | 4
hold reg to reg | count[0] | count[0] | 0.47 | 1
Power figures rest on the tool's default switching activity, not on a simulated workload.
