**/design/flow/design.v**
```verilog
module msm(clk, edo_LCD, rs,en,rw,dat);  
	input clk;  
	input [3:0]edo_LCD;
	output rs, en, rw;
	output [7:0]dat;	
	reg e; 
	reg [7:0] dat; 
	reg rs;   
	reg  [15:0] counter; 
	reg [4:0] current,next; 
	reg clkr; 
	reg [1:0] cnt; 
	reg [7:0]A[0:15]; 
	always @(posedge clk)	begin 
		counter=counter+1; 
		if(counter==16'h000f)  clkr=~clkr; 
	end 
	always @(posedge clkr) begin 
		current=next; 
		case(current) 
			0:   begin  rs<=0;	dat<=8'h30;	next<=1; end 	 
			1:   begin  rs<=0; 	dat<=8'h0c;	next<=2; end 	 
			2:   begin  rs<=0; 	dat<=8'h6; 	next<=3; end 	 
			3:   begin  rs<=0; 	dat<=8'h1; 	next<=4; end	 
			4:   begin  rs<=1; 	dat<=A[0]; 	next<=5; end 
			5:   begin  rs<=1; 	dat<=A[1];	next<=6; end 
			6:   begin  rs<=1; 	dat<=A[2];	next<=7; end 
			7:   begin  rs<=1; 	dat<=A[3]; 	next<=8; end 
			8:   begin  rs<=1; 	dat<=A[4]; 	next<=9; end 
			9:   begin  rs<=1; 	dat<=A[5]; 	next<=10;end 
			10:  begin  rs<=1;	dat<=A[6]; 	next<=11;end 
			11:  begin  rs<=1; 	dat<=A[7]; 	next<=12;end 
			12:  begin  rs<=1; 	dat<=A[8]; 	next<=13;end 
			13:  begin  rs<=1; 	dat<=A[9]; 	next<=14;end 
			14:  begin  rs<=1; 	dat<=A[10]; next<=15;end 
			15:  begin  rs<=1; 	dat<=A[11]; next<=16;end 
			16:  begin  rs<=1; 	dat<=A[12]; next<=17;end 
			17:  begin  rs<=1; 	dat<=A[13]; next<=18;end 
			18:  begin  rs<=1; 	dat<=A[14]; next<=19;end 
			19:  begin  rs<=1; 	dat<=A[15]; next<=0; end
			default:   next=0; 
		endcase 
	end 
	assign en=clkr; 
	assign rw=0; 
	always@(posedge clk)begin
		case(edo_LCD)
			0: begin
				A[0] 	= " ";
				A[1] 	= "W";
				A[2] 	= "E";
				A[3] 	= "L";
				A[4] 	= "C";
				A[5] 	= "O";
				A[6] 	= "M";
				A[7] 	= "E";
				A[8] 	= "!";
				A[9] 	= " ";
				A[10] = " ";
				A[11] = " ";
				A[12] = " ";
				A[13] = " ";
				A[14] = " ";
				A[15] = " ";
			end
			1: begin
				A[0] 	= " ";
				A[1] 	= "I";
				A[2] 	= "N";
				A[3] 	= "S";
				A[4] 	= "E";
				A[5] 	= "R";
				A[6] 	= "T";
				A[7] 	= " ";
				A[8] 	= "A";
				A[9] 	= " ";
				A[10] = "C";
				A[11] = "O";
				A[12] = "I";
				A[13] = "N";
				A[14] = " ";
				A[15] = " ";
			end
			2: begin
				A[0] 	= " ";
				A[1] 	= "I";
				A[2] 	= "N";
				A[3] 	= "S";
				A[4] 	= "E";
				A[5] 	= "R";
				A[6] 	= "T";
				A[7] 	= "E";
				A[8] 	= "D";
				A[9] 	= " ";
				A[10] = "C";
				A[11] = "O";
				A[12] = "I";
				A[13] = "N";
				A[14] = " ";
				A[15] = " ";
			end
			3: begin
				A[0] 	= "S";
				A[1] 	= "E";
				A[2] 	= "L";
				A[3] 	= "E";
				A[4] 	= "C";
				A[5] 	= "T";
				A[6] 	= " ";
				A[7] 	= "A";
				A[8] 	= " ";
				A[9] 	= "P";
				A[10] = "R";
				A[11] = "O";
				A[12] = "D";
				A[13] = "U";
				A[14] = "C";
				A[15] = "T";
			end
			4: begin  
				A[0] 	= " ";
				A[1] 	= " ";
				A[2] 	= "P";
				A[3] 	= "R";
				A[4] 	= "O";
				A[5] 	= "D";
				A[6] 	= "U";
				A[7] 	= "C";
				A[8] 	= "T";
				A[9] 	= " ";
				A[10] = "N";
				A[11] = "o";
				A[12] = " ";
				A[13] = "1";
				A[14] = " ";
				A[15] = " ";
			end
			5: begin  
				A[0] 	= " ";
				A[1] 	= " ";
				A[2] 	= "P";
				A[3] 	= "R";
				A[4] 	= "O";
				A[5] 	= "D";
				A[6] 	= "U";
				A[7] 	= "C";
				A[8] 	= "T";
				A[9] 	= " ";
				A[10] = "N";
				A[11] = "o";
				A[12] = " ";
				A[13] = "2";
				A[14] = " ";
				A[15] = " ";
			end
			6: begin  
				A[0] 	= " ";
				A[1] 	= " ";
				A[2] 	= "P";
				A[3] 	= "R";
				A[4] 	= "O";
				A[5] 	= "D";
				A[6] 	= "U";
				A[7] 	= "C";
				A[8] 	= "T";
				A[9] 	= " ";
				A[10] = "N";
				A[11] = "o";
				A[12] = " ";
				A[13] = "3";
				A[14] = " ";
				A[15] = " ";
			end
			7: begin  
				A[0] 	= " ";
				A[1] 	= " ";
				A[2] 	= "P";
				A[3] 	= "R";
				A[4] 	= "O";
				A[5] 	= "D";
				A[6] 	= "U";
				A[7] 	= "C";
				A[8] 	= "T";
				A[9] 	= " ";
				A[10] = "N";
				A[11] = "o";
				A[12] = " ";
				A[13] = "4";
				A[14] = " ";
				A[15] = " ";
			end
			8: begin  
				A[0] 	= " ";
				A[1] 	= " ";
				A[2] 	= "P";
				A[3] 	= "R";
				A[4] 	= "O";
				A[5] 	= "D";
				A[6] 	= "U";
				A[7] 	= "C";
				A[8] 	= "T";
				A[9] 	= " ";
				A[10] = "N";
				A[11] = "o";
				A[12] = " ";
				A[13] = "5";
				A[14] = " ";
				A[15] = " ";
			end
			9: begin  
				A[0] 	= " ";
				A[1] 	= " ";
				A[2] 	= "P";
				A[3] 	= "R";
				A[4] 	= "O";
				A[5] 	= "D";
				A[6] 	= "U";
				A[7] 	= "C";
				A[8] 	= "T";
				A[9] 	= " ";
				A[10] = "N";
				A[11] = "o";
				A[12] = " ";
				A[13] = "6";
				A[14] = " ";
				A[15] = " ";
			end
			10: begin  
				A[0] 	= " ";
				A[1] 	= "P";
				A[2] 	= "R";
				A[3] 	= "E";
				A[4] 	= "S";
				A[5] 	= "S";
				A[6] 	= " ";
				A[7] 	= "A";
				A[8] 	= " ";
				A[9] 	= "O";
				A[10] = "R";
				A[11] = " ";
				A[12] = "W";
				A[13] = "A";
				A[14] = "I";
				A[15] = "T";
			end
			11: begin
				A[0] 	= "S";
				A[1] 	= "E";
				A[2] 	= "L";
				A[3] 	= "E";
				A[4] 	= "C";
				A[5] 	= "T";
				A[6] 	= "E";
				A[7] 	= "D";
				A[8] 	= " ";
				A[9] 	= "P";
				A[10] = "R";
				A[11] = "O";
				A[12] = "D";
				A[13] = "U";
				A[14] = "C";
				A[15] = "T";
			end
			12: begin
				A[0] 	= "W";
				A[1] 	= "A";
				A[2] 	= "I";
				A[3] 	= "T";
				A[4] 	= " ";
				A[5] 	= "A";
				A[6] 	= " ";
				A[7] 	= "P";
				A[8] 	= "R";
				A[9] 	= "O";
				A[10] = "D";
				A[11] = "U";
				A[12] = "C";
				A[13] = "T";
				A[14] = " ";
				A[15] = " ";
			end
			13: begin
				A[0] 	= "T";
				A[1] 	= "A";
				A[2] 	= "K";
				A[3] 	= "E";
				A[4] 	= " ";
				A[5] 	= "A";
				A[6] 	= " ";
				A[7] 	= "P";
				A[8] 	= "R";
				A[9] 	= "O";
				A[10] = "D";
				A[11] = "U";
				A[12] = "C";
				A[13] = "T";
				A[14] = " ";
				A[15] = " ";
			end
			14: begin
				A[0] 	= "P";
				A[1] 	= "R";
				A[2] 	= "O";
				A[3] 	= "D";
				A[4] 	= "U";
				A[5] 	= "C";
				A[6] 	= "T";
				A[7] 	= " ";
				A[8] 	= "T";
				A[9] 	= "A";
				A[10] = "K";
				A[11] = "E";
				A[12] = "N";
				A[13] = " ";
				A[14] = " ";
				A[15] = " ";
			end
			15: begin
				A[0] 	= "S";
				A[1] 	= "E";
				A[2] 	= "E";
				A[3] 	= " ";
				A[4] 	= "Y";
				A[5] 	= "O";
				A[6] 	= "U";
				A[7] 	= " ";
				A[8] 	= "L";
				A[9] 	= "A";
				A[10] = "T";
				A[11] = "T";
				A[12] = "E";
				A[13] = "R";
				A[14] = " ";
				A[15] = " ";
			end
		endcase
	end
endmodule
```
**/design/flow/run.sh**
```bash
#!/bin/bash
# OpenROAD 26Q1-2900-gdf79404cd8, Yosys 0.63+post, stock flow scripts
make -C /OpenROAD-flow-scripts/flow DESIGN_CONFIG=/design/flow/config.mk WORK_HOME=/design/flow/orfs finish
```
**/design/flow/config.mk**
```make
export PLATFORM = sky130hd
export DESIGN_NAME = msm
export DESIGN_NICKNAME = msm
export VERILOG_FILES = /design/flow/design.v
export SDC_FILE = /design/flow/constraint.sdc
export NUM_CORES = 4
export LEC_CHECK = 1
export CORE_UTILIZATION = 40
```
**/design/flow/constraint.sdc**
```tcl
current_design msm

set clk_period 4.0
set clk_io_pct 0.2

create_clock -name clk0 -period $clk_period [get_ports {clk}]

set non_clock_inputs [all_inputs -no_clocks]
set_input_delay [expr $clk_period * $clk_io_pct] -clock clk0 $non_clock_inputs
set_output_delay [expr $clk_period * $clk_io_pct] -clock clk0 [all_outputs]
```
==> run notes <==
impl run done, here's what came out: largest net degree at the start of global routing=around 50, Logic area=2190 µm², fillers=1,015, Hold Crit Endpoint=counter[0]$_DFF_P_, Seq pwr share=0.518, final setup fails=0, Worst Max-Slew Pin Slew=0.807 ns, aoi share=0.162, XOR Share, Synth=0.0378, Ports=16, overall routing resource usage=0.215, min setup slack post-route=about 1.3 ns, post-route minimum period=2.69 ns, Post-synth EDFFs=9, Async SR Flop Fraction=0, type of origin of the critical path=input pin, Synth-to-Final Area Change=10.4%, Worst Path Required=4.20 ns, Hold Path Stages=1, CTS Hold Bufs=0, Max Clock Freq=371 MHz, power share of the combinational group=0.063, worst slack, placed=1.01 ns, # DRC=0, Top Layout Cells=97 x dfxtp_1, 46 x nand2_1, 36 x nor2_1, most frequent logic cell in the layout=dfxtp_1, Die W=~110 µm, Hold Violations, Final=0, Worst EP arrival=2.89 ns, vias in the first global route=roughly 3,300, reg-to-reg endpoint=clkr$_DFFE_PN_, H-tree depth=3, main logic family after synthesis=simple AND/OR/NAND/NOR gates, switching power=492 µW, Reg2Reg Depth=6, Core Area=about 11,000 µm², Post-DP HPWL=8580 µm, initial antenna violation count=1, RR Startpoint=counter[0]$_DFF_P_, Syn. warnings=2, Tool Warnings=37, Max Slew Vio Count=0, M1 GR Usage=0.343, most crowded layer after global routing=met1, status=finished clean, sw frac=0.251, max_slew headroom=0.462, WL per Instance=18.8 µm, initial detailed-routing violation count=282, VDD IR max=0.000225 V, Yosys Chip Area=roughly 4600 µm², First-pass DRT Iterations=7, endpoints left unconstrained=29, Setup Skew=0.00200 ns, Final ANT Viol Nets=0, simple share=0.201, # rows=38, Seq. cell area=about 2200 µm², period utilization=0.673, number of buffers created by CTS=9, area fraction in mux cells=0.0316, Max Cap Viol=0, adder share=0.0406, sequential-to-total area share from yosys stat=0.478, GR Util met3=0.0634, Pwr per Cell Area=383 nW/µm², n_diodes=0, Synth Register Bits=roughly 110, Clock Tree Root=clkbuf_16, chip area=12,000 µm², Yosys Instances=494, Tot Pwr=~2000 µW, drt total wl=11,900 µm, global-route met2 utilization=0.294, HP Start=counter[0]$_DFF_P_, r2r setup slk=1.72 ns, Leak=0.00197 µW, Initial Util=0.418, Placer Congestion=0.959, Internal=1470 µW, Worst Setup End Kind=flop, Synth Area per Inst=9.37 µm², buffers inserted during post-CTS setup optimization=0, Synth Cell Area=4630 µm², clock network fraction of total power=0.419, crit path max fanout=17, DR vias=between 3,000 and 4,000, Overflow after GRT=0, TritonCTS clock tree=yes, clock transition at the registers of the reported paths=0.07 ns, Worst Path Class, Setup=input pin to flop, clk latency late pin=0.33 ns, setup TNS=0 ns, first-pass GRT wire length=18,600 µm, share of layout cells above drive strength 1=0.0769, RSZ-0062 raised after global routing=no, Clock Path Buffers=2, Unique cell types=about 67, I/O Buffers=13, count of unclocked register or latch pins=13, Worst Hold Class=flop to flop, DR vias/cell=~5.7, cts repair resizes=0, Die H=110 µm, Synth Instances=494, Commonest flop=dfxtp_1
metrics by stage:
| stage | utilization | instances | hold slack, ns | instance area (µm²) |
|---|---|---|---|---|
| floorplan | - | 495 | 0.414 | 4630 |
| global placement | 0.435 | 618 | 0.425 | 4820 |
| detailed placement | 0.435 | 618 | 0.433 | 4820 |
| CTS | 0.461 | 634 | 0.453 | 5110 |
| global route | 0.461 | 634 | 0.502 | 5110 |
| finish | 0.461 | 634 | 0.449 | 5110 |
cell families (layout without fill, tap and decap cells):
family	Yosys count	in the layout
other	1	2
buffers and inverters	53	52
adders and majority gates	15	15
xor gates and xnor gates	20	20
muxes	14	14
DFF	106	106
AOI/OAI and AO/OA	109	109
and+or+nand+nor	176	176
power by group through the flow:
stage / Clock (µW) / Sequential (µW) / Combinational [µW]
4_1_cts: 837 / 1010 / 121
5_1_grt: 874 / 1020 / 137
6_report: 821 / 1020 / 124
worst max-delay path by stage:
stage | start | slack, ns | endpoint | depth (start not counted)
final | edo_LCD[1] | 1.31 | A[12][0]$_DFF_P_ | 7
after global routing | edo_LCD[1] | 1.14 | A[12][0]$_DFF_P_ | 7
after CTS | edo_LCD[1] | 1.36 | A[12][0]$_DFF_P_ | 7
sequential cells by signal, indices dropped and copies added, names as in the netlist:
name,cells
counter,16
A,76
dat,7
next,5
rs,1
clkr,1
per-layer routing:
| metal | wire length [µm] | part of all wire | vias up |
|---|---|---|---|
| li1 | - | - | 1749 |
| met1 | 5610 | 0.47 | 1668 |
| met2 | 4950 | 0.42 | 188 |
| met3 | 1090 | 0.092 | 18 |
| met4 | 245 | 0.021 | 2 |
| met5 | 14 | 0.0012 | - |
synth_stat cells (3+ instances only):
library cell / n / area share
a21boi_0: 4 / 0.0065
a21oi_1: 22 / 0.024
a221oi_1: 3 / 0.0057
a22o_1: 3 / 0.0057
a22oi_1: 13 / 0.021
a31oi_1: 5 / 0.0068
a32oi_1: 7 / 0.013
and2_1: 3 / 0.0041
and3_1: 4 / 0.0054
buf_1: 4 / 0.0032
buf_2: 6 / 0.0065
buf_4: 3 / 0.0049
clkbuf_1: 22 / 0.018
dfxtp_1: 97 / 0.42
edfxtp_1: 9 / 0.058
ha_1: 15 / 0.041
inv_1: 17 / 0.014
mux2_2: 5 / 0.012
mux2i_1: 9 / 0.019
nand2_1: 46 / 0.037
nand2b_1: 12 / 0.016
nand3_1: 14 / 0.015
nand3b_1: 4 / 0.0065
nand4_1: 8 / 0.011
nand4b_1: 3 / 0.0057
nor2_1: 36 / 0.029
nor2b_1: 9 / 0.012
nor3_1: 12 / 0.013
nor3b_1: 5 / 0.0081
o211ai_1: 3 / 0.0049
o21a_1: 3 / 0.0049
o21ai_0: 20 / 0.022
o22ai_1: 6 / 0.0081
xnor2_1: 14 / 0.026
xor2_1: 6 / 0.011
cell type report:
class,instances,area share
sequential,106,0.433
multi-input combinational,336,0.429
clock buffer,9,0.0441
timing repair buffer,19,0.0343
tap,140,0.0343
clock inverter,7,0.0127
inverter,17,0.0125
critical path: stages:
cell	delay, ns
clkdlybuf4s50_1	0.87
inv_1	0.31
ha_1	0.43
nand2b_1	0.15
nor2_1	0.09
nor2_1	0.15
o21ai_0	0.10
Power figures rest on the tool's default switching activity, not on a simulated workload.
